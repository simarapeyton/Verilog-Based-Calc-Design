===== flow/design.v =====
module Eight2one #(parameter N = 8)
(
	input [N-1:0]A,B,  
	output [N-1:0] Y,  
	input S				 
);
	assign Y=(S==0) ? A:B;
endmodule
module EightBitSIGNEDDivider (
	input [15:0] Dividend,
	input [7:0] Divisor,
	output [7:0] Quotient,
	output [7:0] Remainder,
	input CLOCK,
	input START,
	output DONE
);
	wire [8:0] alu_out;
	wire alu_cy;
	wire [8:0] mux_out;
	wire [8:0] mux_in;	
	wire [8:0] R_out;
	wire [7:0] Q_out;
	wire [7:0] D_out;
	wire Rload;
	wire Qload;
	wire Dload;	
	wire Rshift;
	wire Qshift;
	wire AddSub;
	wire Qbit;
	wire [15:0] DividendSIGNED;
	assign Remainder = R_out[7:0];
	assign mux_in = {1'b0, Dividend[15:8]};
	assign Quotient = Q_out;
	logic DividendReg, DivisorReg;
	always @(posedge CLOCK) 
		 if (Dividend[15] == 1) begin DividendSIGNED<=(Dividend^1)+1; DividendReg=1;end  
		 else if (Divisor[7]==1) begin DivisorSIGNED<=(Divisor^1)+1; DivisorReg=1;end
		 else begin DivisorSIGNED<=Divisor; DividendSIGNED<=Dividend; end
	always @(posedge CLOCK) 
		if(DividendReg^DivisorReg==1) begin Q_out<=(Q_out^1)+1; R_out[7:0]<=(R_out[7:0]^1)+1;	end  
	Eight2one #(9) Mux1 (alu_out, mux_in, mux_out, Qload);
	shiftreg #(9) Rreg (mux_out, R_out, CLOCK, Rload, Rshift, Q_out[7]);
	shiftreg #(8) Qreg (DividendSIGNED[7:0], Q_out, CLOCK, Qload, Qshift, Qbit);
	shiftreg #(8) Dreg (DivisorSIGNED, D_out, CLOCK, Dload, 1'b0, 1'b0);
	alu #(8) AdSb (R_out, D_out, alu_out, AddSub);
	dividerController DivCtrl (CLOCK, START, alu_out[8], AddSub, Dload, Rload, Qload, Rshift, Qshift, DONE, Qbit);
endmodule
module alu #(parameter N = 8) (
input [N:0] A,  
input [N-1:0] B,  
output [N:0] Result,  
input Sel  
);
assign Result = (Sel == 0) ? (A + B) : (A - B);
endmodule
module dividerController (
	input Clock,  
	input Start,  
	input Rsign,  
	output AddSub,  
	output Dload,  
	output Rload,  
	output Qload,  
	output Rshift,  
	output Qshift,  
	output DONE,  
	output Qbit
);
	parameter Inits = 4'h0;
	parameter Adds = 4'h1;
	parameter Subs1 = 4'h2;
	parameter Subs = 4'h3;
	parameter Shifts1 = 4'h4;
	parameter Shifts2 = 4'h5;
	parameter Shifts3 = 4'h6;
	parameter Shifts4 = 4'h7;
	parameter Restore = 4'h8;
	parameter Ends = 4'h9;
	reg [3:0] State;
	reg [2:0] Count;
	assign Rload = ((State == Inits) || (State == Subs1) || (State == Subs) || (State == Adds) || (State == Restore)) ? 1'b1 : 1'b0;
	assign Dload = (State == Inits) ? 1'b1 : 1'b0;
	assign Qload = (State == Inits) ? 1'b1 : 1'b0;
	assign AddSub = ((State == Adds) || (State == Restore)) ? 1'b0 : 1'b1;
	assign Rshift = ((State == Shifts1) || (State == Shifts2)) ? 1'b1 : 1'b0;
	assign Qshift = ((State == Shifts1) || (State == Shifts2) || (State == Shifts3) || (State == Shifts4)) ? 1'b1 : 1'b0;
	assign Qbit = ((State == Shifts1) || (State == Shifts3)) ? 1'b0 : 1'b1;
	assign DONE = (State == Ends) ? 1'b1 : 1'b0;
	initial State = Inits;
	always @(posedge Clock)
	begin
		if (State == Inits)
			Count = 0;
		else if ((State == Shifts1) || (State == Shifts2))
			begin
				if (Count == 7)
					Count = 0;
				else
					Count = Count + 1;
			end
	end
	always @(posedge Clock) begin
		case (State)
			Ends: if (Start == 1'b1) State = Inits; else State = Ends;
			Inits: State = Subs1;
			Subs1: if (Rsign == 1'b1) State = Shifts1; else State = Shifts2;
			Subs: if (Count == 0) 
						begin 
							if (Rsign == 1'b0) State = Shifts4; 
							else State = Restore;end
					else if (Rsign == 1'b1) State = Shifts1;
					else State = Shifts2;
			Adds: if (Count == 0) 
						begin 	
							if (Rsign == 1'b0) State = Shifts4; 	
							else State = Restore; end
					 else if (Rsign == 1'b1) State = Shifts1; 	
					 else State = Shifts2;
			Shifts1: State = Adds;
			Shifts2: State = Subs;
			Shifts3: State = Ends;
			Shifts4: State = Ends;
			Restore: State = Shifts3;
		endcase
	end
endmodule
module shiftreg #(parameter N = 8) (
input [N-1:0] D,  
output reg [N-1:0] Q,  
input CLK,  
input LD,  
input SH,  
input SerIn  
);
always @(posedge CLK)
begin
if (LD == 1'b1)
Q = D;  
else if (SH == 1'b1)
Q = {Q[N-2:0], SerIn};  
else
Q = Q;  
end
endmodule

===== flow/run.sh =====
#!/bin/bash
# OpenROAD 26Q1-2900-gdf79404cd8, Yosys 0.63+post, stock flow scripts
make -C /OpenROAD-flow-scripts/flow DESIGN_CONFIG=/design/flow/config.mk WORK_HOME=/design/flow/orfs finish

===== flow/config.mk =====
export PLATFORM = sky130hd
export DESIGN_NAME = EightBitSIGNEDDivider
export DESIGN_NICKNAME = EightBitSIGNEDDivider
export VERILOG_FILES = /design/flow/design.v
export SDC_FILE = /design/flow/constraint.sdc
export NUM_CORES = 4
export LEC_CHECK = 1
export CORE_AREA = 10 10 70 70
export DIE_AREA = 0 0 80 80

===== flow/constraint.sdc =====
current_design EightBitSIGNEDDivider

set clk_period 2.4
set clk_io_pct 0.2

create_clock -name clk0 -period $clk_period [get_ports {CLOCK}]

set non_clock_inputs [all_inputs -no_clocks]
set_input_delay [expr $clk_period * $clk_io_pct] -clock clk0 $non_clock_inputs
set_output_delay [expr $clk_period * $clk_io_pct] -clock clk0 [all_outputs]

==> results.yml <==
# yosys + openroad results
critical_path:
  crit_required_ps: 1920
  reg2reg_depth: 1
  critPathBufInv: 1
  rr_startpoint: "DivCtrl.State[2]"
  start_kind: "flip-flop"
  critical_path_class: "reg2out"
  crit_chain: "nand2_1 -> nor3_1 -> clkdlybuf4s50_1"
  slowest_delay_ps: 500
  reg2reg_to: "DivCtrl.State[2]"
  r2r_slack_ps: 1080
  critPathMaxFanout: 9
  crit_slowest_cell: "edfxtp_1"
  critical-path-top-delay-family: "flip-flops"
  cp.arrival_ps: 1430
  end_kind: "primary output"
synthesis:
  synth_seq_share_pct: 35.2
  syn-instance-count: 36
  yosysTopAreaCellShare_pct: 37.4
  syn_avg_cell_area_sq_um: 9.49
  yosysUniqueCellTypes: 15
  ys_ff: 4
  topCellsByArea: "buf_4 37%, edfxtp_1 35%, nor3_1 4.4%"
  netlist_area_sq_um: 342
  synth_area_leader_cell: "buf_4"
  ys_cells: 36
  yosysWarnings: 44
  yosys-stat-area_sq_um: 342
finish:
  final_area_sq_um: 370
  synthToLayoutAreaGrowth_pct: 8.42
  lay_top_cells: "16 x conb_1, 4 x edfxtp_1, 3 x nor3_1, 3 x clkbuf_4, 2 x clkdlybuf4s50_1"
  drive_above_1_share_pct: 12.8
  largest_reg_flops: 4
  lay_top_count: "conb_1"
  fill_cells: 402
clock_network:
  cts_root_buffer: "clkbuf_4"
  cts_hold_buf: 0
  cts_made_buffers: 3
  clk_pin_slew_ps: 40
  cts_resized: 0
  post_cts_buffers: 0
  cts.sinks: 4
  cts_tree: "built"
  clock.latency.late_pin_ps: 230
  cts_buffer_depth: 2
  htreeDepth: 1
flow_run:
  maxCapViolations: 0
  warnings: 49
worst_hold_path:
  hold_depth: 1
  hold_path_class: "reg2reg"
  worstHoldEndpoint: "DivCtrl.State[1]"
  hold_start: "DivCtrl.State[1]"
drt:
  num_vias: 189
  via_per_inst: 2.22
  wl_per_cell_um: 6.42
  drtIter0Drc: 3
  antenna_cells: 0
  antenna_left: 0
  routed_wl_um: 546
  dr.pass1.iters: 4
  drc: 0
sta:
  tns_ps: 0
  final-setup-viol-count: 0
  fin_crit_sh_pct: 79.5
  clock_skew_ps: 3.51
  layout_min_cycle_time_ps: 1910
  fmax_mhz: 524
  drv_slew: 0
  rsz0062_at_grt: "no"
  slew_headroom_pct: 66.0
  worst_pin_slew_ps: 505
  hold_viol: 0
floorplan:
  rows: 21
  core_sq_um: 3420
  io-pin-count: 43
  die_area_sq_um: 6400
  die_y_um: 80
  fp_util_pct: 10.0
  die_x_um: 80
place:
  place_area_sq_um: 348
  port_buffers: 2
  dp_hpwl_um: 472
  place.gp.congestion: 0.760
pwr:
  power_density_nw_per_um2: 430
  clkPwrFrac_pct: 50.0
  p_leak_nw: 0.136
  seqPwrFrac_pct: 47.8
  p_sw_uw: 26.0
  swShare_pct: 16.3
  ir_worst_vdd_mv: 0.0882
  p_comb_share_pct: 2.2
  p_int_uw: 133
outcome:
  status: "finished clean"
grt:
  grt_pass1_wl_um: 917
  grt_antenna_before_repair: 0
  grt_pass1_vias: 207
  grt_overflow: 0
  grtUsageTotal_pct: 1.65
  grt_start_max_net_pins: 10
[kinds of logic after synthesis]
family	share of synthesized area (%)
flip-flops	35.2
AND-OR/OR-AND	14.6
AND/OR/NAND/NOR	10.6
other	1.10
buffers and inverters	38.5
[Yosys cell counts (all sizes together)]
cell type   n
conb        1
buf        17
or2         1
o21ai       2
a2bb2oi     1
nor3        3
nand3b      1
inv         1
a21oi       1
a221oi      1
nor2        1
nand2       1
o21a        1
edfxtp      4
[power groups by stage]
stage	sequential [mW]	combinational (mW)	clock [mW]
CTS	0.0761	0.00441	0.0844
global route	0.0760	0.00484	0.0907
finish	0.0762	0.00345	0.0797
[layout make-up]
class	count	area (sq um)	area share, %
Inverter	1	3.75	1.01
Timing Repair Buffer	2	20.0	5.41
Sequential cell	4	120	32.4
Multi-Input combinational cell	29	146	39.5
Clock buffer	3	22.5	6.08
Tap cell	46	57.6	15.5
[per-stage QoR]
| step | utilization, % | power (mW) | std cells | setup WS, ps | hold WS (ps) |
|---|---|---|---|---|---|
| after global routing | 10.8 | 0.172 | 85 | 416 | 729 |
| after CTS | 10.8 | 0.165 | 85 | 476 | 685 |
| after floorplan | - | 0.0956 | 51 | 1190 | 605 |
| final | 10.8 | 0.159 | 85 | 492 | 677 |
| after detailed placement | 10.2 | 0.0815 | 82 | 721 | 682 |
| after global placement | 10.2 | 0.0821 | 82 | 732 | 644 |
[metal layers]
metal  global-route usage, %  part of all wire, %  vias to the layer above
li1                        -                    -                       98
met4                   0.880                    0                        0
met1                    1.95                   38                       81
met2                    2.73                   58                       10
met5                       0                    0                        -
met3                   0.341                  4.4                        0
[how the worst max path moves through the flow]
| stage | depth (start not counted) | end | from |
|---|---|---|---|
| final | 3 | DONE | DivCtrl.State[3] |
| after global routing | 3 | DONE | DivCtrl.State[3] |
| after CTS | 3 | DONE | DivCtrl.State[3] |
Power and IR drop assume default switching activity.
