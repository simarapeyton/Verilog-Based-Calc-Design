### design/flow/config.mk
export PLATFORM = sky130hd
export DESIGN_NAME = Project5
export DESIGN_NICKNAME = Project5
export VERILOG_FILES = /design/flow/design.v
export SDC_FILE = /design/flow/constraint.sdc
export NUM_CORES = 4
export LEC_CHECK = 1
export CORE_UTILIZATION = 30
### design/flow/constraint.sdc
current_design Project5

set clk_period 7.0
set clk_io_pct 0.2

create_clock -name clk0 -period $clk_period [get_ports {CLK}]
create_clock -name clk1 -period $clk_period [get_ports {LoadALower}]
create_clock -name clk2 -period $clk_period [get_ports {LoadAUpper}]
create_clock -name clk3 -period $clk_period [get_ports {LoadB}]

set non_clock_inputs [all_inputs -no_clocks]
set_input_delay [expr $clk_period * $clk_io_pct] -clock clk0 $non_clock_inputs
set_output_delay [expr $clk_period * $clk_io_pct] -clock clk0 [all_outputs]
### design/flow/design.v
module CLKLadder #(parameter N = 4)
(
input COUNT, CLEAR,
output logic [N-1:0] y  
);
always_ff @ (posedge COUNT, negedge CLEAR)
if (CLEAR==1'b0) y <= 0;  
else y <= y + 1'b1;  
endmodule
module Eight2one #(parameter N = 8)
(
	input [N-1:0]A,B,  
	output [N-1:0] Y,  
	input S				 
);
	assign Y=(S==0) ? A:B;
endmodule
module EightBitDivder (
	input [15:0] Dividend,
	input [7:0] Divisor,
	output [7:0] Quotient,
	output [7:0] Remainder,
	input CLOCK,
	input START,
	output DONE
);
	wire [8:0] alu_out;
	wire alu_cy;
	wire [8:0] mux_out;
	wire [8:0] mux_in;	
	wire [8:0] R_out;
	wire [7:0] Q_out;
	wire [7:0] D_out;
	wire Rload;
	wire Qload;
	wire Dload;	
	wire Rshift;
	wire Qshift;
	wire AddSub;
	wire Qbit;
	assign Remainder = R_out[7:0];
	assign mux_in = {1'b0, Dividend[15:8]};
	assign Quotient = Q_out;
	Eight2one #(9) Mux1 (alu_out, mux_in, mux_out, Qload);
	shiftreg #(9) Rreg (mux_out, R_out, CLOCK, Rload, Rshift, Q_out[7]);
	shiftreg #(8) Qreg (Dividend[7:0], Q_out, CLOCK, Qload, Qshift, Qbit);
	shiftreg #(8) Dreg (Divisor, D_out, CLOCK, Dload, 1'b0, 1'b0);
	alu #(8) AdSb (R_out, D_out, alu_out, AddSub);
	dividerController DivCtrl (CLOCK, START, alu_out[8], AddSub, Dload, Rload, Qload, Rshift, Qshift, DONE, Qbit);
endmodule
module FSM
(
input slow_clock, reset,
output reg [1:0] SEL,
output reg [3:0] CAT
);
reg [1:0] state, nextstate;
always @ (negedge slow_clock, negedge reset)
if (reset == 0) state <= 2'b0; else state <= nextstate;
always @ (state)
case ({state})
2'b00: begin nextstate = 2'b01; SEL = 2'b00; CAT = 4'b1000; end
2'b01: begin nextstate = 2'b10; SEL = 2'b01; CAT = 4'b0100; end
2'b10: begin nextstate = 2'b11; SEL = 2'b10; CAT = 4'b0010; end
2'b11: begin nextstate = 2'b00; SEL = 2'b11; CAT = 4'b0001; end
endcase
endmodule
module NbitRegisterSV #(parameter N = 4)
(
input [N-1:0] D,  
input CLK, CLR,  
output logic [N-1:0] Q  
);
always_ff @ (posedge CLK, negedge CLR)  
begin
if (CLR==1'b0) Q <= 0;  
else if (CLK==1'b1) Q <= D;  
end
endmodule
module Project2DISPLAY
(
	input logic clk,reset,
	input [15:0]data,
	output logic [3:0] cat,
	output logic [0:6] seg
); 
logic OnOffOut;
logic [31:0] CounterClk;
logic [3:0] hex3,hex2,hex1,hex0;
logic [1:0]select;
logic [3:0] outBCD3, outBCD2,outBCD1,outBCD0, regOut;
CLKLadder #(32) CLKLadder_inst
(
	.COUNT(clk) ,	 
	.CLEAR(reset) ,	 
	.y(CounterClk) 	 
);
FSM FSM_inst
(
	.slow_clock(CounterClk[16]) ,	 
	.reset(reset) ,	 
	.SEL(select) ,	 
	.CAT(cat) 	 
);
NbitRegisterSV #(16) NbitRegisterSV_inst
(
	.D({data[15:12],data[11:8],data[7:4],data[3:0]}) ,	 
	.CLK(CounterClk[22]) ,	 
	.CLR(reset) ,	 
	.Q({outBCD3,outBCD2,outBCD1,outBCD0}) 	 
);
four2one #(4) four2one_inst
(
	.A(select[0]) ,	 
	.B(select[1]) ,	 
	.D0(outBCD0) ,	 
	.D1(outBCD1) ,	 
	.D2(outBCD2) ,	 
	.D3(outBCD3) ,	 
	.Y(regOut) 	 
);
binary2seven binary2seven_inst
(
	.BIN(regOut) ,	 
	.SEV(seg) 	 
);
endmodule 
module Project5
(
input LoadALower,LoadAUpper,LoadB,Start,CLK,Reset,
input [7:0] in,
input [1:0] select,
output Done,
output [0:6] seg,
output [3:0]cat,
output [9:0] LEDR
);
wire [15:0] DividendTotalReg;
wire [7:0] DividendLowerReg, DividendUpperReg;
wire [7:0] DivisorReg;
wire[7:0] QuotientOut,RemainderOut,Quotient,Remainder;
wire [7:0] Result;
assign LEDR[9]=Start;
assign LEDR[8] = Done;
assign LEDR[7:0]=Quotient;
NbitRegisterSV #(8)LoadDividendUpperBits
(
	.D(in) ,	 
	.CLK(LoadAUpper) ,	 
	.CLR(Reset) ,	 
	.Q(DividendUpperReg) 	 
);
NbitRegisterSV #(8)LoadDividendLowerBits
(
	.D(in) ,	 
	.CLK(LoadALower) ,	 
	.CLR(Reset) ,	 
	.Q(DividendLowerReg) 	 
);
NbitRegisterSV #(16)LoadDividendTotalBits
(
	.D({DividendUpperReg,DividendLowerReg}) ,	 
	.CLK(CLK) ,	 
	.CLR(Reset) ,	 
	.Q(DividendTotalReg) 	 
);
NbitRegisterSV #(8)LoadDivisor
(
	.D(in[7:0]) ,	 
	.CLK(LoadB) ,	 
	.CLR(Reset) ,	 
	.Q(DivisorReg) 	 
);
EightBitDivder EightBitDivder_inst
(
	.Dividend(DividendTotalReg) ,	 
	.Divisor(DivisorReg) ,	 
	.Quotient(Quotient) ,	 
	.Remainder(Remainder) ,	 
	.CLOCK(CLK) ,	 
	.START(Start) ,	 
	.DONE(Done) 	 
);
NbitRegisterSV #(8) QuotientReg
(
	.D(Quotient) ,	 
	.CLK(Done) ,	 
	.CLR(Start) ,	 
	.Q(QuotientOut) 	 
);
NbitRegisterSV #(8) RemainderReg
(
	.D(Remainder) ,	 
	.CLK(Done) ,	 
	.CLR(Start) ,	 
	.Q(RemainderOut) 	 
);
four2one #(16) four2one_inst
(
	.A(select[0]) ,	 
	.B(select[1]) ,	 
	.D0(DividendTotalReg) ,	 
	.D1(DivisorReg) ,	 
	.D2(QuotientOut) ,	 
	.D3(RemainderOut) ,	 
	.Y(Result) 	 
);
Project2DISPLAY DISPLAYFinal
(
	.clk(CLK) ,	 
	.reset(Reset) ,	 
	.data(Result) ,	 
	.cat(cat) ,	 
	.seg(seg) 	 
);
endmodule
module alu #(parameter N = 8) (
input [N:0] A,  
input [N-1:0] B,  
output [N:0] Result,  
input Sel  
);
assign Result = (Sel == 0) ? (A + B) : (A - B);
endmodule
	module binary2seven (
			input [3:0] BIN,
			output reg [0:6] SEV
			);
			logic a,b,c,d,e,f,g;
			always_comb
				case(BIN)
					4'b0000: {a,b,c,d,e,f,g} = 7'b1111110; 
					4'b0001: {a,b,c,d,e,f,g} = 7'b0110000; 
					4'b0010: {a,b,c,d,e,f,g} = 7'b1101101; 
					4'b0011: {a,b,c,d,e,f,g} = 7'b1111001; 
					4'b0100: {a,b,c,d,e,f,g} = 7'b0110011; 
					4'b0101: {a,b,c,d,e,f,g} = 7'b1011011; 
					4'b0110: {a,b,c,d,e,f,g} = 7'b1011111; 
					4'b0111: {a,b,c,d,e,f,g} = 7'b1110000; 
					4'b1000: {a,b,c,d,e,f,g} = 7'b1111111; 
					4'b1001: {a,b,c,d,e,f,g} = 7'b1110011; 
					4'b1010: {a,b,c,d,e,f,g} = 7'b1110111; 
					4'b1011: {a,b,c,d,e,f,g} = 7'b0011111; 
					4'b1100: {a,b,c,d,e,f,g} = 7'b1001110; 
					4'b1101: {a,b,c,d,e,f,g} = 7'b0111101; 
					4'b1110: {a,b,c,d,e,f,g} = 7'b1001111; 
					4'b1111: {a,b,c,d,e,f,g} = 7'b1000111; 
				endcase
				assign SEV= {-a,-b,-c,-d,-e,-f,-g};
	endmodule
module dividerController (
	input Clock,  
	input Start,  
	input Rsign,  
	output AddSub,  
	output Dload,  
	output Rload,  
	output Qload,  
	output Rshift,  
	output Qshift,  
	output DONE,  
	output Qbit
);
	parameter Inits = 4'h0;
	parameter Adds = 4'h1;
	parameter Subs1 = 4'h2;
	parameter Subs = 4'h3;
	parameter Shifts1 = 4'h4;
	parameter Shifts2 = 4'h5;
	parameter Shifts3 = 4'h6;
	parameter Shifts4 = 4'h7;
	parameter Restore = 4'h8;
	parameter Ends = 4'h9;
	reg [3:0] State;
	reg [2:0] Count;
	assign Rload = ((State == Inits) || (State == Subs1) || (State == Subs) || (State == Adds) || (State == Restore)) ? 1'b1 : 1'b0;
	assign Dload = (State == Inits) ? 1'b1 : 1'b0;
	assign Qload = (State == Inits) ? 1'b1 : 1'b0;
	assign AddSub = ((State == Adds) || (State == Restore)) ? 1'b0 : 1'b1;
	assign Rshift = ((State == Shifts1) || (State == Shifts2)) ? 1'b1 : 1'b0;
	assign Qshift = ((State == Shifts1) || (State == Shifts2) || (State == Shifts3) || (State == Shifts4)) ? 1'b1 : 1'b0;
	assign Qbit = ((State == Shifts1) || (State == Shifts3)) ? 1'b0 : 1'b1;
	assign DONE = (State == Ends) ? 1'b1 : 1'b0;
	initial State = Inits;
	always @(posedge Clock)
	begin
		if (State == Inits)
			Count = 0;
		else if ((State == Shifts1) || (State == Shifts2))
			begin
				if (Count == 7)
					Count = 0;
				else
					Count = Count + 1;
			end
	end
	always @(posedge Clock) begin
		case (State)
			Ends: if (Start == 1'b1) State = Inits; else State = Ends;
			Inits: State = Subs1;
			Subs1: if (Rsign == 1'b1) State = Shifts1; else State = Shifts2;
			Subs: if (Count == 0) 
						begin 
							if (Rsign == 1'b0) State = Shifts4; 
							else State = Restore;end
					else if (Rsign == 1'b1) State = Shifts1;
					else State = Shifts2;
			Adds: if (Count == 0) 
						begin 	
							if (Rsign == 1'b0) State = Shifts4; 	
							else State = Restore; end
					 else if (Rsign == 1'b1) State = Shifts1; 	
					 else State = Shifts2;
			Shifts1: State = Adds;
			Shifts2: State = Subs;
			Shifts3: State = Ends;
			Shifts4: State = Ends;
			Restore: State = Shifts3;
		endcase
	end
endmodule
module four2one #(parameter N = 4)
(
input A,B,  
input [N-1:0] D0,D1,D2,D3,  
output logic [N-1:0] Y  
);
always_comb  
case ({B,A})  
2'b00: Y = D0;
2'b01: Y = D1;
2'b10: Y = D2;
2'b11: Y = D3;
endcase
endmodule
module shiftreg #(parameter N = 8) (
input [N-1:0] D,  
output reg [N-1:0] Q,  
input CLK,  
input LD,  
input SH,  
input SerIn  
);
always @(posedge CLK)
begin
if (LD == 1'b1)
Q = D;  
else if (SH == 1'b1)
Q = {Q[N-2:0], SerIn};  
else
Q = Q;  
end
endmodule
### design/flow/run.sh
#!/bin/bash
# OpenROAD 26Q1-2900-gdf79404cd8, Yosys 0.63+post, stock flow scripts
make -C /OpenROAD-flow-scripts/flow DESIGN_CONFIG=/design/flow/config.mk WORK_HOME=/design/flow/orfs finish
==> results.py <==
# Metrics from the implementation run
metrics = {
    "timing": {
        "slew-limit-headroom_pct": 48.89,
        "unconstrained_endpoints": 39,
        "worstMarginPinSlew_ns": 0.7666,
        "finalHoldViolations": 0,
        "finalSetupViolCount": 0,
        "unclocked_regs": 28,
        "drv_slew": 0,
        "rsz0062_at_grt": "false",
        "setup_tns_ns": 0,
        "skew_ns": 0.006020,
    },
    "placed_design": {
        "port_buffers": 34,
        "dp_hpwl_microns": 7406,
        "gp_congestion": 0.9009,
    },
    "synth": {
        "yosysChipArea_sq_mm": 0.005280,
        "synthCells": 415,
        "seq_area_frac_synth_pct": 60.78,
        "top_cells_by_area": "dfrtp_1 (41%), edfxtp_1 (16%), ha_1 (5.0%)",
        "synthDistinctLibCells": 58,
        "ys_cells": 415,
        "yosysTopAreaCell": "dfrtp_1",
        "ys_warn_count": 16,
        "flop_cell": "dfrtp_1",
        "synth.top_cell.area_share_pct": 41.23,
        "synth_area_per_cell_sq_um": 12.72,
        "synth_flops": 123,
        "netlist_area_sq_mm": 0.005280,
        "edf_count": 29,
        "async_reset_ff_share_pct": 73.98,
    },
    "detailed_routing": {
        "via_count": 3173,
        "diodes": 0,
        "antenna_left": 0,
        "drc": 0,
        "drt-pass1-iter-count": 7,
        "drt-total-wl_microns": 9815,
        "drtIter0Drc": 153,
        "viasPerCell": 4.680,
        "wl_per_cell_microns": 14.48,
    },
    "clock_tree": {
        "clk_pin_slew_ns": 0.06,
        "cts_hold_buf": 0,
        "ctsResizeCount": 0,
        "cts_tree": "done",
        "cts_setup_buffers": 0,
    },
    "pwr": {
        "intPower_mw": 1.737,
        "power_switching_share_pct": 34.23,
        "clkPwrFrac_pct": 27.7,
        "power.density_mw_per_mm2": 418.8,
        "power_frac_comb_pct": 37.4,
        "vdd_drop_max_mv": 0.2744,
        "power_leakage_nw": 2.638,
        "p_sw_mw": 0.9037,
        "p_seq_share_pct": 35.0,
    },
    "finish": {
        "lay_top_count": "dfrtp_1",
        "layout_top_cells": "dfrtp_1 (87), nand2_1 (45), clkdlybuf4s50_1 (33)",
        "fill_cells": 1593,
        "drive_gt1_share_pct": 11.48,
        "largest_registers": "DISPLAYFinal.CLKLadder_inst.y: 23 flops, LoadDividendTotalBits.Q: 16 flops, EightBitDivder_inst.Rreg.Q: 9 flops",
        "utilization_pct": 36.58,
        "top_register": "DISPLAYFinal.CLKLadder_inst.y",
        "synthToLayoutAreaGrowth_pct": 19.41,
        "largest_reg_flops": 23,
    },
    "global_routing": {
        "gr-usage-all-layers_pct": 12.26,
        "grt_overflow": 0,
        "grt_max_degree": 41,
        "grt_pass1_wl_microns": 16730,
        "grt_antenna_before_repair": 0,
        "grt_pass1_vias": 3198,
    },
    "setup_path": {
        "cpMostUsedCell": "clkdlybuf4s50_1",
        "worstPathBufferInverterCount": 3,
        "endpoint_kind": "output port",
        "path_cells": "clkdlybuf4s50_1, buf_4, clkdlybuf4s50_1",
        "worstPathMaxFanout": 19,
        "cp.required_ns": 5.60,
        "cp_data_arrival_time_ns": 2.65,
        "r2r_cells": 9,
        "cp_slowest_cell": "clkdlybuf4s50_1",
        "critPathMaxStageDelay_ns": 0.53,
        "critPathKind": "in2out",
        "critPathTopFamily": "buffers and inverters",
        "critPathLaunchType": "input port",
        "worst-path-stages": 3,
    },
    "floorplanning": {
        "fp-utilization_pct": 30.63,
        "die_h_microns": 134.7,
        "core-area_sq_mm": 0.01724,
        "row_count": 48,
        "dieWidth_microns": 134.7,
        "fp.dieArea_sq_mm": 0.01813,
        "ios": 38,
    },
    "min_path": {
        "hold_depth": 0,
        "worstHoldPathType": "reg2reg",
    },
    "flow_run": {
        "warnings": 34,
        "maxCapViolations": 0,
    },
    "run_status": {
        "outcome": "completed",
    },
}
-- worst register-to-register path: stages (launching register included) --
cell and delay (ns):
edfxtp_1 0.62, xnor2_2 0.24, nor3_4 0.34, mux2_2 0.43
fa_1 0.46, a211oi_1 0.27, o211ai_1 0.16, a21oi_1 0.17
xnor3_2 0.32, a41o_1 0.25
-- final timing paths --
| path | endpoint | start | slack (ns) |
|---|---|---|---|
| min in group asynchronous | DISPLAYFinal.CLKLadder_inst.y[17]$_DFF_PN0_ | Reset | 1.14 |
| max in group clk2 | LoadDividendUpperBits.Q[5]$_DFF_PN0_ | in[5] | 5.17 |
| max in group asynchronous | LoadDividendUpperBits.Q[5]$_DFF_PN0_ | Reset | 4.80 |
| setup / recovery | LEDR[9] | Start | 2.95 |
| setup reg to reg | EightBitDivder_inst.DivCtrl.State[3]$_DFFE_PP_ | EightBitDivder_inst.DivCtrl.State[3]$_DFFE_PP_ | 3.51 |
| hold / removal | LoadDividendTotalBits.Q[5]$_DFF_PN0_ | LoadDividendLowerBits.Q[5]$_DFF_PN0_ | 0.24 |
| hold reg to reg | LoadDividendTotalBits.Q[5]$_DFF_PN0_ | LoadDividendLowerBits.Q[5]$_DFF_PN0_ | 0.24 |
| min in group clk2 | LoadDividendUpperBits.Q[0]$_DFF_PN0_ | in[0] | 1.69 |
| min in group clk1 | LoadDividendLowerBits.Q[0]$_DFF_PN0_ | in[0] | 1.69 |
| max in group clk1 | LoadDividendLowerBits.Q[5]$_DFF_PN0_ | in[5] | 5.17 |
-- logic make-up after synthesis --
logic type / after synthesis / synth area share (%)
simple gates: 117 / 10.33
buf+inv: 36 / 3.554
flops: 123 / 60.78
xor+xnor: 34 / 6.066
compound gates: 67 / 8.934
fa+ha+maj: 22 / 5.355
mux: 16 / 4.976
-- layer usage --
layer	wire length, microns	global-route usage, %	vias up
met4	262	2.934	0
met5	0	0	-
li1	-	-	1527
met1	4460	18.36	1526
met3	613	3.487	23
met2	4478	18.30	97
-- cell type report --
cell class              instances  area [sq um]  share of cell area (%)
inverters                      12         45.04                  0.7144
repair buffers                 37         357.8                   5.676
multi-input cells             256          1888                   29.95
clock buffers                  19         454.2                   7.204
clock inverters                 6         68.82                   1.091
flip-flops and latches        123          3209                   50.90
well taps                     225         281.5                   4.465
-- stage by stage --
stage | cell area, sq um | hold WS, ns | instances | power, mW | worst slack [ns]
after floorplan | 5280 | 0.3312 | 415 | 1.650 | 3.887
after global placement | 5782 | 0.3352 | 653 | 1.907 | 2.925
after detailed placement | 5782 | 0.3347 | 653 | 1.919 | 2.915
after CTS | 6305 | 0.2250 | 678 | 2.669 | 2.913
after global routing | 6305 | 0.2373 | 678 | 2.845 | 2.858
final | 6305 | 0.2350 | 678 | 2.640 | 2.951
-- power by group through the flow --
| stage | Sequential (mW) | Combinational, mW | Clock [mW] |
|---|---|---|---|
| after global routing | 0.944 | 1.12 | 0.776 |
| after CTS | 0.927 | 0.997 | 0.745 |
| final | 0.923 | 0.987 | 0.730 |
-- cell usage after synthesis (3+ instances only) --
cell type and instances:
buf_4 10, mux2i_1 6, a211oi_1 4, xnor2_1 22, a21o_1 4, nand4_1 6
and3_1 5, inv_1 11, nand3_1 11, ha_1 21, buf_2 6, dfrtp_1 87
nand2_1 45, mux4_2 8, clkbuf_1 6, a32o_1 3, xor2_1 10, nor2_1 30
dfxtp_1 3, o21ai_0 10, nor3_1 9, edfxtp_1 29, dfrtn_1 3, a31oi_1 4
or2_2 3, a21oi_1 19
No activity file was given, so power comes from the tool's default toggle rates.
